### flow/run.sh
#!/bin/bash
# OpenROAD 26Q1-2900-gdf79404cd8, Yosys 0.63+post, stock flow scripts
make -C /OpenROAD-flow-scripts/flow DESIGN_CONFIG=/design/flow/config.mk WORK_HOME=/design/flow/orfs finish
### flow/config.mk
export PLATFORM = sky130hd
export DESIGN_NAME = VGA
export DESIGN_NICKNAME = VGA
export VERILOG_FILES = /design/flow/design.v
export SDC_FILE = /design/flow/constraint.sdc
export NUM_CORES = 4
export LEC_CHECK = 1
export CORE_AREA = 10 10 102 102
export DIE_AREA = 0 0 112 112
### flow/constraint.sdc
current_design VGA

set clk_period 1.1
set clk_io_pct 0.2

create_clock -name clk0 -period $clk_period [get_ports {clk_50M}]

set non_clock_inputs [all_inputs -no_clocks]
set_input_delay [expr $clk_period * $clk_io_pct] -clock clk0 $non_clock_inputs
set_output_delay [expr $clk_period * $clk_io_pct] -clock clk0 [all_outputs]
### flow/design.v
module VGA(clk_50M, vga_h_sync, vga_v_sync, vga_R, vga_G, vga_B);
input clk_50M;
output vga_h_sync, vga_v_sync, vga_R, vga_G, vga_B;
reg clk;
always @(posedge clk_50M)
clk <= ~clk;
wire inDisplayArea;
wire [9:0] CounterX;
wire [8:0] CounterY;
hvsync_generator syncgen(.clk(clk), .vga_h_sync(vga_h_sync), .vga_v_sync(vga_v_sync),
                            .inDisplayArea(inDisplayArea), .CounterX(CounterX), .CounterY(CounterY));
reg R,G,B;
always @ (posedge clk)
begin
    if (CounterX < 80 && CounterY < 480)
    begin
      G <= 1'b1;
      B <= 1'b1; 
      R <= 1'b1;
    end
    else if (CounterX < 160 && CounterY < 480) 
    begin
      G <= 1'b1;
      B <= 1'b0; 
      R <= 1'b1;
    end
    else if (CounterX < 240 && CounterY < 480)
    begin
      G <= 1'b1;
      B <= 1'b1; 
      R <= 1'b0;
    end
    else if (CounterX < 320 && CounterY < 480)
    begin
      G <= 1'b1;
      B <= 1'b0; 
      R <= 1'b0;
    end
    else if (CounterX < 400 && CounterY < 480)
    begin
      G <= 1'b0;
      B <= 1'b1; 
      R <= 1'b1;
    end
    else if (CounterX < 480 && CounterY < 480)
    begin
      G <= 1'b0;
      B <= 1'b0; 
      R <= 1'b1;
    end
    else if (CounterX < 560 && CounterY < 480)
    begin
      G <= 1'b0;
      B <= 1'b1; 
      R <= 1'b0;
    end
    else if (CounterX < 640 && CounterY < 480)
    begin
      G <= 1'b0;
      B <= 1'b0; 
      R <= 1'b0;
    end
    else 
    begin
      G <= 1'b0;
      B <= 1'b0; 
      R <= 1'b0;
    end
end 
reg vga_R, vga_G, vga_B;
always @(posedge clk)
begin
  vga_R <= R & inDisplayArea;
  vga_G <= G & inDisplayArea;
  vga_B <= B & inDisplayArea;
end
endmodule
module hvsync_generator(clk, vga_h_sync, vga_v_sync, inDisplayArea, CounterX, CounterY);
input clk;
output vga_h_sync, vga_v_sync;
output inDisplayArea;
output [9:0] CounterX;
output [8:0] CounterY;
reg [9:0] CounterX;
reg [8:0] CounterY;
wire CounterXmaxed = (CounterX==10'h2FF);
always @(posedge clk)
if(CounterXmaxed)
	CounterX <= 0;
else
	CounterX <= CounterX + 1;
always @(posedge clk)
if(CounterXmaxed) CounterY <= CounterY + 1;
reg	vga_HS, vga_VS;
always @(posedge clk)
begin
	vga_HS <= (CounterX[9:4]==6'h28);  
	vga_VS <= (CounterY==479);  
end
reg inDisplayArea;
always @(posedge clk)
if(inDisplayArea==0)
	inDisplayArea <= (CounterXmaxed) && (CounterY<480);
else
	inDisplayArea <= !(CounterX==639);
assign vga_h_sync = ~vga_HS;
assign vga_v_sync = ~vga_VS;
endmodule
==> out/metrics.cfg <==
[synth]
muxShareOfSynthArea_pct = 0
synth_cell_types = 39
common_cells = dfxtp_1, nand3_1, edfxtp_1
ys_sh_adder_pct = 1.92
logic_family = simple AND/OR/NAND/NOR gates
yosysSeqAreaShare_pct = 51.4
synth_flops = 29
synth-compound-area-share_pct = 7.39
ys.flop_type = dfxtp_1
top_cell_area_share_pct = 30.7
edf_count = 9
area_leaders = dfxtp_1, edfxtp_1, nand3_1
simple_gate_share_pct = 27.5
synthXorXnorAreaFrac_pct = 7.39
syn_avg_cell_area_sq_um = 10.3
yosys_warnings = 2
synth_area_sq_mm = 0.00130
netlist.top_cell.by_area = dfxtp_1
async_flop_share_pct = 0
postSynthCellCount = 126
synth-cells-yosys = 126
ys_area_sq_mm = 0.00130
yosys.cell_count.top_type = dfxtp_1

[worst_setup_path]
crit_required_ns = 0.99
r2r_end = clk
crit_family = flip-flops
worstPathArrival_ns = 0.34
critical_path_class = reg2reg
path_buffers = 1
slowest_delay_ns = 0.30
cp_slowest_cell = dfxtp_1
critPathCaptureType = flop
worstPathMaxFanout = 2
worst_setup_path_start_kind = flop
worstPathCellList = inv_1
rr_worst_depth = 1
r2r_start = clk
r2r_setup_slack_ns = 0.65

[global_routing]
antenna_found_initial = 0
grt_pass1_wl_mm = 3.15
grt_remaining_overflow = 0
grt_start_max_net_pins = 29
track_usage_pct = 2.69
grt_pass1_vias = 710

[sta]
drv_slew = 0
max_freq_mhz = 2220
unclocked_regs = 28
relSlewSlack_pct = 68.9
tightestPinTransition_ns = 0.466
rsz0062_at_grt = false
setup_violations = 0
finalClockSkew_ns = 0
finalCritPeriodShare_pct = 41.0
post-route-min-period_ns = 0.451
hold_viol = 0
untimed_endpoints = 42
setup-tns-final_ns = 0

[clock_tree]
ctsResizeCount = 0
cts_setup_buffers = 0
hold_buffers = 0
clk_pin_slew_ns = 0
insertion_delay_ns = 0

[detailed_routing]
drt_wl_total_mm = 1.88
detail_route.wl_per_cell_microns = 8.06
n_antenna_cell = 0
ant_nets = 0
drt-initial-drc-count = 18
via_per_inst = 3.63
drc = 0
dr.pass1.iters = 4
vias = 846

[worst_hold_path]
hold_end = clk
hp-class = reg2reg
hold_start = clk
whs_path_depth = 1

[pwr]
irDropWorstVdd_uv = 53.0
powerDensity_mw_per_mm2 = 25.2
leakagePower_nw = 0.479

[floorplanning]
rows = 33
die_h_microns = 112
core_sq_mm = 0.00822
fp.dieW_microns = 112
initCoreUtil_pct = 15.9
chipArea_sq_mm = 0.0125
pin_count = 6

[finish]
largest_register = syncgen.CounterX
nFillCells = 890
drive_above_1_share_pct = 6.25
syn_to_final_growth_pct = 12.8
fin_area_sq_mm = 0.00147
largest_register_ff_count = 10
reg_top3 = syncgen.CounterX (10), syncgen.CounterY (9)

[placed_design]
dp_hpwl_mm = 1.39
place.gp.congestion = 0.785
dpl_cell_area_sq_mm = 0.00147
portBuffers = 5

[run]
tool_warnings = 28
cap_violations = 0

[run_status]
outcome = finished, final reports clean

-- where the power goes --
part / internal [mW] / switching, mW
clock network: 0 / 0
logic: 0 / 0
registers: 0.0370 / 0
total: 0.0370 / 0
-- per-layer routing --
metal / global-route usage (%) / share of wire [%] / vias to the layer above
met4: 0 / 0.32 / 0
met1: 3.93 / 54 / 382
met3: 0.217 / 3.1 / 2
li1: - / - / 452
met2: 4.51 / 42 / 10
met5: 0 / 0 / -
-- through the flow --
step / cells / utilization (%) / total power, mW / hold WS, ns / setup WS, ns
2_1_floorplan: 126 / - / 0.0370 / 0.570 / 0.281
3_3_place_gp: 233 / 17.9 / 0.0370 / 0.359 / 0.650
3_5_place_dp: 233 / 17.9 / 0.0370 / 0.365 / 0.644
4_1_cts: 233 / 17.9 / 0.0370 / 0.366 / 0.643
5_1_grt: 233 / 17.9 / 0.0370 / 0.386 / 0.619
6_report: 233 / 17.9 / 0.0370 / 0.361 / 0.649
-- cells by family after synthesis --
group / count (synthesis)
AND-OR/OR-AND: 14
XOR/XNOR: 11
AND/OR/NAND/NOR: 58
buffers and inverters: 12
adder cells (fa/ha/maj): 2
flip-flops: 29
-- worst max path at each step --
| stage | start | endpoint | slack (ns) | cells after the start |
|---|---|---|---|---|
| 4_1_cts | clk | clk | 0.64 | 1 |
| 5_1_grt | clk | clk | 0.62 | 1 |
| 6_report | clk | clk | 0.65 | 1 |
-- area by class of cell --
class	instances	area (sq um)	area share, %
inverter	7	26.3	1.79
sequential	29	671	45.6
timing repair buffer	7	65.1	4.43
tap	105	131	8.94
multi-input combinational	85	577	39.2
-- layout by cell type (no fill, tap or decap), drive strengths merged --
cell type	count
and3	2
nand2b	3
o21ai	4
nand4	4
and2b	1
and3b	1
nor2b	1
nor4b	1
a2bb2oi	1
or4b	1
a221oi	1
nand3	14
or2b	1
nand3b	1
or3	1
xnor2	6
clkdlybuf4s50	5
xor2	5
and4	1
edfxtp	9
nand2	8
and2	4
o221ai	2
o22ai	1
ha	2
a21boi	1
a211oi	1
a21oi	2
or4	2
inv	7
buf	2
nor3	1
a21bo	1
dfxtp	20
nor4	3
nor2	8
Power figures rest on the tool's default switching activity, not on a simulated workload.
