### ./config.mk
export PLATFORM = sky130hd
export DESIGN_NAME = P14_Pong
export DESIGN_NICKNAME = P14_Pong
export VERILOG_FILES = /design/flow/design.v
export SDC_FILE = /design/flow/constraint.sdc
export NUM_CORES = 4
export LEC_CHECK = 1
export CORE_UTILIZATION = 30
### ./run.sh
#!/bin/bash
# OpenROAD 26Q1-2900-gdf79404cd8, Yosys 0.63+post, stock flow scripts
make -C /OpenROAD-flow-scripts/flow DESIGN_CONFIG=/design/flow/config.mk WORK_HOME=/design/flow/orfs finish
### ./constraint.sdc
current_design P14_Pong

set clk_period 1.9
set clk_io_pct 0.2

create_clock -name clk0 -period $clk_period [get_ports {CLK_50MHZ}]

set non_clock_inputs [all_inputs -no_clocks]
set_input_delay [expr $clk_period * $clk_io_pct] -clock clk0 $non_clock_inputs
set_output_delay [expr $clk_period * $clk_io_pct] -clock clk0 [all_outputs]
### ./design.v
module P14_Pong(
    output VGA_RED,
    output VGA_GREEN,
    output VGA_BLUE,
    output VGA_HSYNC,
    output VGA_VSYNC,
	 output LED_0,
	 output LED_1,
	 output LED_2,
	 output LED_3,
	 output LED_4,
	 output LED_5,
	 output LED_6,
	 output LED_7,
	 input  ROT_A,
	 input  ROT_B,
	 input  SW_0,
	 input  SW_1,
	 input  SW_2,
	 input  SW_3,
	 input  CLK_50MHZ
);
reg clk;
always @(posedge CLK_50MHZ)
clk <= ~clk;
wire inDisplayArea;
wire [9:0] CounterX;
wire [8:0] CounterY;
hvsync_generator syncgen(.clk(clk), .vga_h_sync(VGA_HSYNC), .vga_v_sync(VGA_VSYNC), 
  .inDisplayArea(inDisplayArea), .CounterX(CounterX), .CounterY(CounterY));
reg [9:0] BouncerPosition, AutoBouncerPosition;
reg [2:0] quadAr, quadBr;
always @(posedge clk) quadAr <= {quadAr[1:0], ROT_A};
always @(posedge clk) quadBr <= {quadBr[1:0], ROT_B};
always @(posedge clk)
if(quadAr[2] ^ quadAr[1] ^ quadBr[2] ^ quadBr[1])
begin
	if(quadAr[2] ^ quadBr[1])
	begin
		if(~&BouncerPosition)         
			BouncerPosition <= BouncerPosition + 1;
	end
	else
	begin
		if(|BouncerPosition)         
			BouncerPosition <= BouncerPosition - 1;
	end
end
reg [9:0] ballX;
reg [8:0] ballY;
reg ball_inX, ball_inY;
always @(posedge clk)
if(ball_inX==0) ball_inX <= (CounterX==ballX) & ball_inY; else ball_inX <= !(CounterX==ballX+16);
always @(posedge clk)
if(ball_inY==0) ball_inY <= (CounterY==ballY); else ball_inY <= !(CounterY==ballY+16);
wire ball = ball_inX & ball_inY;
wire border = (CounterX[9:3]==0) || (CounterX[9:3]==72) || (CounterY[8:3]==0) || (CounterY[8:3]==59);
wire manualBouncer = (CounterX>=BouncerPosition+8) && (CounterX<=BouncerPosition+120) && (CounterY[8:4]==27);
wire autoBouncer = (CounterX>=(AutoBouncerPosition-60)+8) && (CounterX<=(AutoBouncerPosition-60)+120) && (CounterY[8:4]==27);
wire Bouncer = (SW_0 ? (autoBouncer) : manualBouncer);  
wire BouncingObject = border | Bouncer;  
reg ball_dirX, ball_dirY;
reg ResetCollision;
always @(posedge clk) ResetCollision <= (CounterY==500) & (CounterX==0);   
reg CollisionX1, CollisionX2, CollisionY1, CollisionY2;
always @(posedge clk) if(ResetCollision) CollisionX1<=0; else if(BouncingObject & (CounterX==ballX   ) & (CounterY==ballY+ 8)) CollisionX1<=1;
always @(posedge clk) if(ResetCollision) CollisionX2<=0; else if(BouncingObject & (CounterX==ballX+16) & (CounterY==ballY+ 8)) CollisionX2<=1;
always @(posedge clk) if(ResetCollision) CollisionY1<=0; else if(BouncingObject & (CounterX==ballX+ 8) & (CounterY==ballY   )) CollisionY1<=1;
always @(posedge clk) if(ResetCollision) CollisionY2<=0; else if(BouncingObject & (CounterX==ballX+ 8) & (CounterY==ballY+16)) CollisionY2<=1;
assign LED_0 = CollisionX1;
assign LED_1 = CollisionX2;
assign LED_2 = CollisionY1;
assign LED_3 = CollisionY2;
assign LED_7 = ROT_A;
assign LED_6 = ROT_B;
assign LED_5 = ball_dirX;
assign LED_4 = ball_dirY;
wire UpdateBallPosition = ResetCollision;   
always @(posedge clk)
if(UpdateBallPosition & SW_3)  
begin
	if(~(CollisionX1 & CollisionX2))         
	begin
		ballX <= ballX + (ball_dirX ? (SW_1 ? -3 : -1) : (SW_1 ? 3 : 1));   
		if(CollisionX2) ball_dirX <= 1; else if(CollisionX1) ball_dirX <= 0;
	end
	if(~(CollisionY1 & CollisionY2))         
	begin
		ballY <= ballY + (ball_dirY ? (SW_1 ? -3 : -1) : (SW_1 ? 3 : 1));  
		if(CollisionY2) ball_dirY <= 1; else if(CollisionY1) ball_dirY <= 0;
	end
	AutoBouncerPosition <= ((ballX<=60) ? 60 : (ballX>=520) ? 520 : ballX);   
end 
wire R = ((~SW_2 & (border | Bouncer | ball)) | (SW_2 & (border | Bouncer)));
wire G = ((~SW_2 & (border | Bouncer | ball)) | (SW_2 & (border)));
wire B = ((~SW_2 & (border | Bouncer | ball)) | (SW_2 & (ball)));
reg VGA_R, VGA_G, VGA_B;
assign VGA_RED   = VGA_R;
assign VGA_GREEN = VGA_G;
assign VGA_BLUE  = VGA_B;
always @(posedge clk)
begin
  VGA_R <= R & inDisplayArea;
  VGA_G <= G & inDisplayArea;
  VGA_B <= B & inDisplayArea;
end
endmodule
module hvsync_generator(clk, vga_h_sync, vga_v_sync, inDisplayArea, CounterX, CounterY);
input clk;
output vga_h_sync, vga_v_sync;
output inDisplayArea;
output [9:0] CounterX;
output [8:0] CounterY;
reg [9:0] CounterX;
reg [8:0] CounterY;
wire CounterXmaxed = (CounterX==10'h2FF);
always @(posedge clk)
if(CounterXmaxed)
	CounterX <= 0;
else
	CounterX <= CounterX + 1;
always @(posedge clk)
if(CounterXmaxed) CounterY <= CounterY + 1;
reg	vga_HS, vga_VS;
always @(posedge clk)
begin
	vga_HS <= (CounterX[9:4]==6'h28);  
	vga_VS <= (CounterY==479);  
end
reg inDisplayArea;
always @(posedge clk)
if(inDisplayArea==0)
	inDisplayArea <= (CounterXmaxed) && (CounterY<480);
else
	inDisplayArea <= !(CounterX==639);
assign vga_h_sync = ~vga_HS;
assign vga_v_sync = ~vga_VS;
endmodule
==> impl_metrics.py <==
# Auto-generated metrics
metrics = {
    "power": {
        "p_leak_nw": 2.630,
        "netSwitchingPower_mw": 0.01084,
        "combPwrFrac_pct": 57.2,
        "power_frac_seq_pct": 42.8,
        "clkPwrFrac_pct": 0,
        "sw_frac_of_total_pct": 20.31,
        "p_int_mw": 0.04253,
        "ir_worst_vdd_mv": 0.02971,
        "power_per_cell_area_nw_per_um2": 7.858,
    },
    "critical_path": {
        "cp-start-kind": "input port",
        "cp_data_arrival_time_ns": 1.31,
        "ff2ff_setup_slack_ns": 1.46,
        "cp_top_family": "buffers and inverters",
        "crit_required_ns": 1.52,
        "critPathBufInv": 2,
        "crit-reg2reg-launch": "clk$_DFF_P_",
        "path_class": "in -> out",
        "r2r_end": "clk$_DFF_P_",
        "cp_max_fo": 2,
        "cp_cell_sequence": "clkdlybuf4s50_1 -> clkdlybuf4s50_1",
        "rr_worst_depth": 1,
        "critPathCaptureType": "output port",
        "cpMostUsedCell": "clkdlybuf4s50_1",
        "crit_path_max_incr_delay_ns": 0.47,
        "crit_slowest_cell": "clkdlybuf4s50_1",
    },
    "synth": {
        "avgSynthCellArea_um2": 9.294,
        "yosysTopAreaCell": "edfxtp_1",
        "async_flop_share_pct": 0,
        "ff_type": "edfxtp_1",
        "ys_cells": 685,
        "yosys_warnings": 2,
        "synthDistinctLibCells": 71,
        "ys_seq_share_pct": 33.02,
        "netlist_instances": 685,
        "netlist_area_um2": 6366,
        "synth-edff-count": 50,
        "top_cells_by_area": "edfxtp_1 24%, ha_1 15%, dfxtp_1 9.4%, xnor2_1 7.3%, xor2_1 5.0%",
        "ys_ff": 80,
        "post-synth-top-area-fraction_pct": 23.58,
        "ys_area_um2": 6366,
    },
    "timing": {
        "period_used_pct": 89.04,
        "fin_crit_ns": 1.692,
        "untimed_endpoints": 140,
        "worstMarginPinSlew_ns": 0.8790,
        "fin_setup_tns_ns": 0,
        "clock_skew_ns": 0,
        "unclocked_regs": 79,
        "hold_viol_final": 0,
        "max_freq_mhz": 591.1,
        "drv_slew": 0,
        "setup_viol": 0,
        "rsz0062_at_grt": "false",
        "worst_slack_ns": 0.2082,
        "slew_headroom_pct": 40.64,
    },
    "clock_tree": {
        "insertion_delay_ns": 0,
        "ctsResizeCount": 0,
        "cts_setup_buffers": 0,
        "cts.clk_slew.worst_paths_ns": 0,
        "cts_hold_buf": 0,
    },
    "placed_design": {
        "dp_hpwl_um": 9791,
        "preCtsSetupSlack_ns": 0.2023,
        "gp_congestion": 0.8333,
        "postPlaceCellArea_um2": 6793,
        "io_buffers": 19,
    },
    "final_layout": {
        "layout-drive-gt1-share_pct": 2.500,
        "final_cell_mix": "78 x ha_1, 55 x nand2_1, 53 x xnor2_1, 50 x edfxtp_1, 45 x a21oi_1",
        "final_cell_area_um2": 6793,
        "final_common_cell": "ha_1",
        "fillerInstances": 2091,
        "area_growth_syn_to_layout_pct": 6.702,
        "register_area_um2": 2103,
        "comb_area_um2": 3970,
        "final_core_util_pct": 33.14,
    },
    "global_route": {
        "antenna_found_initial": 0,
        "grt_usage_pct": 11.76,
        "grt_pass1_vias": 4204,
        "grt_max_degree": 80,
        "grt_pass1_wl_um": 20780,
        "grt-ovfl-total": 0,
    },
    "floorplanning": {
        "die_w_um": 147.7,
        "die_area_um2": 21810,
        "io_pins": 20,
        "rows": 52,
        "coreArea_um2": 20490,
        "die_h_um": 147.7,
        "fp_util_pct": 31.06,
    },
    "route": {
        "vias": 4615,
        "vias_per_cell": 4.858,
        "drt_iter0_markers": 261,
        "drt-total-wl_um": 12360,
        "drtAntennaViolNets": 0,
        "drc": 0,
        "antenna_cells": 0,
        "wl_per_cell_um": 13.01,
        "drt_pass1_iterations": 4,
    },
    "worst_hold_path": {
        "min_path_type": "reg -> reg",
        "hold_depth": 1,
        "hp-start": "clk$_DFF_P_",
        "hold_end": "clk$_DFF_P_",
    },
    "run": {
        "warning_count": 34,
        "maxCapViolations": 0,
    },
    "run_status": {
        "status": "finished, final reports clean",
    },
}
==> synth_stat cells (2+ instances only) <==
library cell  instances
ha_1                 78
nand2_1              55
xnor2_1              53
edfxtp_1             50
a21oi_1              45
inv_1                43
xor2_1               36
nand3_1              31
nor2_1               31
dfxtp_1              30
o21ai_0              28
clkbuf_1             19
nor4_1               15
nor2b_1              11
nor3_1               11
a21o_1               10
nand2b_1             10
nand4_1               9
and3_1                8
a31oi_1               7
o22ai_1               7
o21bai_1              6
or4_1                 6
and2_1                5
nand3b_1              5
buf_2                 4
buf_4                 4
mux2i_1               4
nor4b_1               4
a32oi_1               3
and4_1                3
fa_1                  3
o211ai_1              3
or3_1                 3
a22o_1                2
and3b_1               2
nor3_4                2
nor3b_1               2
o311ai_0              2
o31a_1                2
o41ai_1               2
o41ai_2               2
==> kinds of logic after synthesis <==
| kind of cell | share of synthesized area, % |
|---|---|
| AOI/OAI and AO/OA | 14.15 |
| adders and majority gates | 16.27 |
| buffers and inverters | 4.619 |
| DFF | 33.02 |
| muxes | 0.8058 |
| xor gates and xnor gates | 12.50 |
| and+or+nand+nor | 18.63 |
==> power by group through the flow <==
stage	Clock, mW	Sequential, mW	Combinational (mW)
5_1_grt	0	0.0229	0.0337
6_report	0	0.0229	0.0305
4_1_cts	0	0.0229	0.0309
==> metal layers <==
metal	share of wire, %	wire length (um)	GRT usage, %
met2	45	5615	19.25
met4	0	0	0
met1	53	6575	18.91
met5	0	0	0
met3	1.3	164	0.2835
==> through the flow <==
step / hold WS [ns] / total power, mW / instances
after floorplan: 0.8264 / 0.03522 / 685
after global placement: 0.3657 / 0.05359 / 950
after detailed placement: 0.3695 / 0.05358 / 950
after CTS: 0.3700 / 0.05379 / 950
after global routing: 0.3885 / 0.05657 / 950
final: 0.3679 / 0.05338 / 950
==> sequential cells by signal (all words and copies together), names as in the netlist, 3 cells and up <==
register             cells
ballX                   10
quadBr                   3
AutoBouncerPosition     10
syncgen.CounterX        10
syncgen.CounterY         9
quadAr                   3
BouncerPosition         10
ballY                    9
==> worst max path at each step <==
stage,startpoint,end,cells past startpoint
final,ROT_A,LED_7,2
after global routing,ROT_A,LED_7,2
after CTS,ROT_A,LED_7,2
==> layout make-up <==
type | count | share of cell area (%)
Multi-Input combinational cell | 534 | 58.45
Inverter | 43 | 2.376
Tap cell | 270 | 4.973
Sequential cell | 80 | 30.96
Timing Repair Buffer | 23 | 3.242
No activity file was given, so power comes from the tool's default toggle rates.
