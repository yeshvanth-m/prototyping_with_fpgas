--- run.sh ---
#!/bin/bash
# OpenROAD 26Q1-2900-gdf79404cd8, Yosys 0.63+post, stock flow scripts
make -C /OpenROAD-flow-scripts/flow DESIGN_CONFIG=/design/flow/config.mk WORK_HOME=/design/flow/orfs finish
--- config.mk ---
export PLATFORM = sky130hd
export DESIGN_NAME = Counter
export DESIGN_NICKNAME = Counter
export VERILOG_FILES = /design/flow/design.v
export SDC_FILE = /design/flow/constraint.sdc
export NUM_CORES = 4
export LEC_CHECK = 1
export CORE_AREA = 10 10 104 104
export DIE_AREA = 0 0 114 114
--- constraint.sdc ---
current_design Counter

set clk_period 5.3
set clk_io_pct 0.2

create_clock -name clk0 -period $clk_period [get_ports {Clk_50MHz}]

set non_clock_inputs [all_inputs -no_clocks]
set_input_delay [expr $clk_period * $clk_io_pct] -clock clk0 $non_clock_inputs
set_output_delay [expr $clk_period * $clk_io_pct] -clock clk0 [all_outputs]
--- design.v ---
module Counter (
	input Clk_50MHz, reset_c, reset_fd,
	output reg[7:0] Count
);
	wire Clk_1Hz;
	Freq_Divider FD1 (.clk_50MHz(Clk_50MHz), .clk_1Hz(Clk_1Hz), .reset(reset_fd));
	always @ (posedge Clk_1Hz)
	begin
		if(reset_c)
		begin
			Count <= 0;
		end
		else
		begin
			Count <= Count + 1;
		end
	end
endmodule
module Freq_Divider(
	input clk_50MHz, reset,
	output reg clk_1Hz 
);
	reg [31:0] divide_counter;
	always @ (posedge clk_50MHz)
	begin
		if(reset)
		begin
			divide_counter <= 0;
			clk_1Hz <= 0;
		end
		else if (divide_counter <= 25000000)
		begin
			divide_counter <= divide_counter + 1;
		end	
		else 
		begin
			divide_counter <= 0;
			clk_1Hz <= ~clk_1Hz;
		end
	end
endmodule
==> run notes <==
Figures from the flow reports.

Clock tree:
- The run gives the number of buffers added by the clock tree synthesis step as 5.
- The run gives the clock tree from TritonCTS as done.
- The run puts the insertion delay at the late pin of the worst-skew pair at 280 ps.
- The run puts the maximum level of the CTS H-tree at 2.
- The run puts the number of buffers between clock root and the deepest sink at 2.
- The number of hold buffers added after CTS was 0.
- Looking at the post-CTS report, the setup buffer insertion count equals 0.
- The run gives the root cell of the clock tree as clkbuf_8.
- The run gives the post-CTS clock slew at the launch and capture registers of the worst setup and hold paths as 70 ps.
- The run puts the post-cts sizing count at 0.

Power and ir drop:
- The run puts the total power density per cell area at 206 nW/um2.
- The run puts the worst voltage drop across the vdd grid at 0.0000718 V.
- The leakage component of the power was reported as 0.691 nW.

Drt:
- The run puts the number of antenna repair diodes at 0.
- The run gives the post-detailed-routing wire length as 3200 um.
- The run gives the per-cell via count in the routed design as 4.21.
- The run puts the number of nets with antenna violations after detailed routing at 0.
- The run gives the per-cell routed wire length as 10.2 um.
- The routed layout has 1313 vias.
- The run gives the count of routing violations after the opening detailed-route iteration as 62.
- The run gives the number of iterations in the first detailed-routing pass as 6.
- The run gives the DRC violations left as 0.

Setup path:
- The run gives the type of element launching the critical path as a register.
- The run puts the data required time of the worst path at 5470 ps.
- In this run the worst path has a maximum fanout of 15.
- In the setup report, the worst path falls into the class reg -> reg.
- The run gives the type of destination of the critical path as a register.
- STA lists the endpoint of the worst register-to-register path as FD1.clk_1Hz.
- The run gives the count of cells along the worst register-to-register path as 6.
- The run puts the flop-to-flop setup slack at 2930 ps.
- The run gives the data arrival time of the worst path as 2540 ps.
- Per the timing report, the most critical flop-to-flop path originates at FD1.divide_counter[18].

Synthesis:
- The run gives the most used flip-flop cell after synthesis as dfxtp_1.
- The run puts the synthesis warning total at 2.
- The run puts the summed standard-cell area reported by yosys at 1890 um2.
- The run gives the cell count after synthesis as 186.
- The run gives the number of flip-flops and latches in the synthesized netlist as 41.
- The run puts the average instance area after synthesis at 10.2 um2.
- dfxtp_1 takes more of the synthesized area than any other cell.
- The run puts the share of the yosys chip area belonging to registers at 0.433.
- The run puts the tally of unique sky130hd cells used after synthesis at 38.
- The run gives the netlist area before placement as 1890 um2.
- The run gives the post-synthesis async set-or-reset flop share as 0.
- The run gives the number of enable flip-flop cells as 0.
- By area the synthesized netlist is led by dfxtp_1, nor3_2, xnor2_1.
- The run puts the share of the synthesized area in the top cell type at 0.433.
- Yosys stat counts 186 cells in the synthesized netlist.

STA:
- The timer found 8 register pins that no clock reaches; their paths are not timed.
- 16 endpoints have no timing constraint.
- The run gives the worst max-slew margin expressed relative to the limit as 0.607.
- The run gives the minimum clock period after layout as 2370 ps.
- The run puts the aggregate negative setup slack at 0 ps.
- The run gives the final cycle utilization of the critical path as 0.448.
- The run puts the worst-case clock skew at 6.53 ps.
- For this run, the final setup violation count is recorded as 0.
- Setup repair after global routing left no endpoint under its margin.
- The run gives the slew at the pin closest to its max-slew limit as 588 ps.
- The run puts the worst setup slack after layout at 2930 ps.
- The run gives the final tally of hold violations as 0.
- The run puts the highest clock rate at 421 MHz.
- For reference, the final report shows the max-slew violation count at 0.

Global route:
- The run gives the global-route total usage across every layer as 0.0525.
- The run gives the number of antenna violations at the first check in global routing as 0.
- The run gives the met3 track demand over resource in global routing as 0.0165.
- The run gives the met2 track demand over resource as 0.0752.
- The run puts the aggregate global routing overflow at 0.
- The run gives the number of global-route vias before repair as 1334.
- The run puts the met1 usage in global routing at 0.0767.
- Global route summary, busiest routing layer listed as met1.
- The first global-routing pass estimated 5960 um of wire.
- The run puts the pin count of the biggest net entering global routing at 28.

Final layout:
- At the end of the flow the core is filled with cells to 0.255.
- The run gives the count of placed standard cells in the final layout, fillers left out as 312.
- In the final layout, the share of cells above drive strength 1 is 0.176.
- The flow measured a signed area growth from synthesis to layout of 16.7%.
- Ranking logic cells in the layout by count gives the top entries dfxtp_1, nor3_2, xnor2_1.
- The most common logic cell in the final layout is dfxtp_1.

Place:
- OpenSTA, run right after detailed placement, puts the worst setup slack at 2950 ps.
- The run gives the total instance count after detailed placement as 305.
- The run puts the final estimated routing congestion in global placement at 0.811.
- The run gives the number of port buffers as 10.
- The run puts the estimated wirelength of the detail-placed design at 2300 um.

Floorplan:
- The run gives the number of rows in the core area as 34.
- The run puts the total die size at 13000 um2.
- The run gives the y dimension of the die as 114 um.
- The run gives the top-level I/O count as 11.
- The run puts the core utilization at floorplan at 0.218.
- According to the floorplan report, the die width is 114 um.
- The floorplan step defined a core boundary enclosing 8680 um2.

Hold path:
- The run puts the worst hold path cell count at 2.
- The run gives the path type of the worst min-delay path as reg -> reg.
- The run gives the end of the worst hold path as FD1.divide_counter[24].
- The run gives the launch instance of the worst min-delay path as FD1.divide_counter[24].

Run:
- The run puts the total number of warnings across the stage logs at 26.
- The run gives the number of max-capacitance violations reported as 0.

Status:
- The flow ran to the end, and the final reports show no timing, DRC or antenna violations.
[synthesized netlist by cell type (2+ instances only)]
cell	count
and2_1	2
and3_1	8
and4_1	2
buf_6	2
clkbuf_1	3
dfxtp_1	41
ha_1	3
inv_1	4
nand2_1	9
nand3_1	12
nand4_1	3
nand4b_1	2
nor2_1	12
nor2b_1	2
nor3_1	8
nor3_2	20
nor4_1	6
xnor2_1	17
xor2_1	11
[metrics by stage]
stage / power [mW] / hold slack [ps] / area [um2]
2_1_floorplan: 0.272 / 487 / 1920
3_3_place_gp: 0.277 / 526 / 2120
3_5_place_dp: 0.277 / 533 / 2120
4_1_cts: 0.463 / 549 / 2210
5_1_grt: 0.477 / 589 / 2210
6_report: 0.455 / 540 / 2210
[layer usage]
metal,wire length [um],part of all wire
met4,25,0.0078
met1,1650,0.52
met3,204,0.064
met2,1320,0.41
met5,0,0
[power by group]
part           leakage, nW  switching, mW  internal, mW  total [mW]
combinational        0.313        0.00746       0.00505      0.0125
clock               0.0443         0.0807         0.103       0.183
sequential           0.334        0.00253         0.256       0.259
total                0.691         0.0906         0.364       0.455
[worst max-delay path by stage]
stage	start	endpoint	depth (start not counted)
CTS	FD1.divide_counter[18]	FD1.clk_1Hz	6
global route	FD1.divide_counter[18]	FD1.clk_1Hz	6
finish	FD1.divide_counter[18]	FD1.clk_1Hz	6
[cell type report]
type / instances / area (um2)
inverter: 4 / 15.0
fill: 931 / 6470
clock buffer: 7 / 86.3
timing repair buffer: 12 / 115
tap: 108 / 135
multi-input combinational: 140 / 1040
sequential: 41 / 821
[critical path, stage by stage, from the launching register on]
cell      delay [ps]
dfxtp_1          410
nand4_1          180
nor4_2           390
a221oi_2         130
a21oi_4          520
buf_4            330
mux2_4           310
[kinds of logic (layout without fill, tap and decap cells)]
| kind of cell | after synthesis | after routing | share of synthesized area |
|---|---|---|---|
| mux | 1 | 1 | 0.00792 |
| buf+inv | 11 | 23 | 0.0304 |
| simple gates | 97 | 97 | 0.353 |
| other cells | 1 | 7 | 0.00198 |
| compound gates | 4 | 4 | 0.0238 |
| fa+ha+maj | 3 | 3 | 0.0198 |
| xor+xnor | 28 | 28 | 0.129 |
| flops | 41 | 41 | 0.433 |
[state kept, by name, summed over array words and instances, names as in the netlist]
register and cells:
FD1.clk_1Hz 1, Count 8, FD1.divide_counter 32
No activity file was given, so power comes from the tool's default toggle rates.
